### /design/flow/config.mk
export PLATFORM = sky130hd
export DESIGN_NAME = UART_top
export DESIGN_NICKNAME = UART_top
export VERILOG_FILES = /design/flow/design.v
export SDC_FILE = /design/flow/constraint.sdc
export NUM_CORES = 4
export LEC_CHECK = 1
export CORE_UTILIZATION = 50
### /design/flow/constraint.sdc
current_design UART_top

set clk_period 2.2
set clk_io_pct 0.2

create_clock -name clk0 -period $clk_period [get_ports {clk}]

set non_clock_inputs [all_inputs -no_clocks]
set_input_delay [expr $clk_period * $clk_io_pct] -clock clk0 $non_clock_inputs
set_output_delay [expr $clk_period * $clk_io_pct] -clock clk0 [all_outputs]
### /design/flow/design.v
module UART_top #(parameter BAUD_RATE=2400) (
  input              clk     ,
  input              srst    ,
  input        [7:0] data_in ,
  input              start   ,
  output logic [7:0] data_out
);
  logic clk_t  ;
  logic tx     ;
  logic busy   ;
  logic busy_rx;
  logic rx;
  baud_generator #(.BAUD_RATE(BAUD_RATE)) i_baud_generator (
    .clk  (clk  ),
    .srst (srst ),
    .clk_t(clk_t)
  );
  logic end_tx;
  logic end_rx;
  uart_tx i_uart_tx (
    .clk_t  (clk_t  ),
    .srst   (srst   ),
    .start  (start  ),
    .data_in(data_in),
    .tx     (tx     ),
    .busy   (busy   )
  );
  uart_rx i_uart_rx (
    .clk_t   (clk_t   ),
    .srst    (srst    ),
    .rx      (tx      ),
    .busy    (busy_rx ),
    .data_out(data_out)
  );
  assign end_tx = i_uart_tx.end_tx; 
  assign end_rx = i_uart_rx.end_rx; 
endmodule : UART_top
module baud_generator #(parameter BAUD_RATE=2400) (
	input  clk ,
	input  srst,
	output  logic clk_t
);
	parameter FREQ = 1000000;  
	parameter baud = FREQ/BAUD_RATE;
	logic [31:0] count = 0;
	always_ff @(posedge clk ) begin
		if(srst)
			count <= 0;
		else if(count>=baud) 			
			count <= 0;
		else 
			count <= count + 1  ;
	end
	always_comb begin : proc_
		clk_t = count == baud;
	end
endmodule : baud_generator
module uart_rx (
  input              clk_t   ,
  input              srst    ,
  input              rx      ,
  output logic       busy    ,
  output logic [7:0] data_out
);
  typedef enum logic[3:0]{IDLE =0 ,START=1,RECIEVE=2,STOP=3,CHK_SUM=4} state_e;
  logic   end_rx    = 0   ;
  state_e cur_state = IDLE;  
  state_e nxt_state       ;
  logic [8:0] rx_pack   ;  
  logic       parity_bit;
  logic [3:0] cnt       ;  
  always_comb begin : proc_parity_generator
    busy = (cur_state == STOP);
  end
  always_ff @(posedge clk_t) begin : proc_main_fsm
    end_rx <= 0;
    case(cur_state)
      IDLE : begin
        if(srst)
          begin
            cur_state <= IDLE;
            rx_pack   <= 0;
            cnt       <= 0;
          end
        else
          cur_state <= START;
      end
      START : begin
        if(rx==1'b0) begin 
          cnt       <= 0;
          cur_state <= RECIEVE;
          rx_pack <=0;
        end
        else
          begin
            cur_state <= START; 
          end
      end
      RECIEVE :
        begin 
          rx_pack <= {rx,rx_pack[8:1]}; 
          cnt        <= cnt+1;
          if(cnt==7)  
            cur_state <= CHK_SUM;
        end
      CHK_SUM :
        begin
          parity_bit<= ^rx_pack[8:1]; 
          if((rx === (^rx_pack[8:1]))) 
            begin
              data_out <= rx_pack[8:1]; 
            end
          else
              data_out <= 'x;
          rx_pack[8] <= rx;
          cur_state <= STOP;
        end
      STOP :
        begin 
          cur_state <= START;
          end_rx    <= 1;
        end
      default : cur_state <=IDLE;
    endcase  
  end
endmodule
module uart_tx (
  input              clk_t  ,
  input              srst   ,
  input              start  ,
  input        [7:0] data_in,
  output logic       tx     ,
  output logic       busy
);
  typedef enum logic[3:0]{IDLE =0 ,START=1,TRANSMIT=2,STOP=3} state_e;
  logic   end_tx    = 0   ;
  state_e cur_state = IDLE;  
  state_e nxt_state       ;
  logic [10:0] tx_pack   ;
  logic        parity_bit;
  logic [ 3:0] cnt       ;  
  always_comb begin : proc_parity_gen
    parity_bit = ^data_in;  
    busy       = (cur_state == STOP);
  end
  always_ff @(posedge clk_t) begin : proc_main_fsm
    end_tx <= 0;
    case(cur_state)
      IDLE : begin
        if(srst)
          begin
            cur_state <= IDLE;
            tx_pack   <= 0;
            cnt       <= 0;
          end
        else
          cur_state <= START;
      end
      START : begin
        if(start) begin
          tx_pack   <= {1'b1,parity_bit,data_in,1'b0}; 
          cnt       <= 0;
          cur_state <= TRANSMIT;
        end
        else
          begin
            tx_pack   <= 0; 
            cur_state <= START; 
          end
      end
      TRANSMIT :
        begin 
          if(cnt==9) begin 
            tx        <= tx_pack[0];
            tx_pack   <= tx_pack>>1;
            cnt       <= cnt+1;
            cur_state <= STOP;
          end
          else begin
            tx      <= tx_pack[0];
            tx_pack <= tx_pack>>1;
            cnt     <= cnt+1;
          end
        end
      STOP :
        begin
          tx        <= tx_pack[0];
          tx_pack   <= tx_pack>>1;
          cnt       <= cnt+1;
          cur_state <= START;
          end_tx    <= 1;
        end
      default : cur_state <=IDLE;
    endcase  
  end
endmodule
### /design/flow/run.sh
#!/bin/bash
# OpenROAD 26Q1-2900-gdf79404cd8, Yosys 0.63+post, stock flow scripts
make -C /OpenROAD-flow-scripts/flow DESIGN_CONFIG=/design/flow/config.mk WORK_HOME=/design/flow/orfs finish
==> results.txt <==
Implementation numbers.

- The post-detailed-route wirelength per cell reads around 12 um.
- The global-route wire length before repair is roughly 6 mm.
- Buffers inserted during clock tree synthesis total 5.
- The count of boundary I/O pins reads 19.
- The number of global-route vias before repair reads approximately 1,400.
- The critical-path cell with the highest stage delay reads or4_4.
- Counting instances in the post-synthesis netlist gives the leading cell types as 41 x edfxtp_1, 32 x dfxtp_1, 12 x and2_1, 12 x xnor2_1.
- The count of unclocked register or latch pins is between 40 and 50.
- The final standard cell area without fillers is 3156 um2.
- The number of buffer cells added on primary ports reads 18.
- The placement-stage worst setup slack reads around 0.39 ns.
- The cell area that synthesis handed to floorplanning was approximately 2700 um2.
- The classification of the worst setup path is flip-flop to flip-flop.
- The data required time of the critical path is approximately 2.4 ns.
- The initial antenna violation count reads 0.
- The synthesis warning total reads 5.
- The power per standard cell area reads 381.0 nW/um2.
- The per-cell via count in the routed design is 4.832.
- The filler cells instantiated in the layout total about 420.
- The worst hold-check path type reads flip-flop to flip-flop.
- The worst setup skew after layout reads ~0.0032 ns.
- The total vias in the final route is ~1,500.
- Entering global routing, the biggest net connects between 40 and 50 pins.
- The dominant register cell in the synthesized netlist is edfxtp_1.
- The layout summary lists the proportion of cells stronger than drive strength 1 as 0.1088.
- The number of iterations in the first detailed-routing pass reads 4.
- The H-tree was split into 2 levels.
- The overall die height reads approximately 75 um.
- The worst setup path is launched from a flip-flop.
- The largest fanout on the critical path is 9.
- Summed over all cells, the static leakage comes to approximately 0.0012 uW.
- Setup repair after global routing left no endpoint under its margin.
- The maximum VDD drop reads 0.0007505 V.
- The total die size is approximately 5700 um2.
- The total tool warning count reads 28.
- The number of instances resized during post-cts repair reads 0.
- approximately 90 endpoints have no timing constraint.
- The power dissipated by switching net loads reads roughly 220 uW.
- Per the GRT congestion report, total overflow comes to 0.
- Of the total power, registers draw 0.511.
- The share of the yosys chip area belonging to registers is 0.6955.
- The script parses the final routing iteration and logs DRC violations as 0.
- The effective utilization at floorplan is 0.5236.
- The number of synthesized flops with an enable pin is about 41.
- The slack of the critical path reads between 0.5 and 0.6 ns.
- The placed wire-length estimate after detailed placement reads 2.558 mm.
- Dividing the final minimum period by the clock period gives 0.7369.
- The worst path needs 1.621 ns of the cycle, external delays included.
- The pin slew with the least headroom to its limit is between 0.6 and 0.7 ns.
- The timing-limited maximum frequency is 616.9 MHz.
- In this run the post-CTS setup repair buffer count came out at 0.
- The minimum setup slack among reg-to-reg paths is 0.58 ns.
- Per the slew report, the remaining headroom to the max-slew limit stands at 0.5877.
- The script computed the net switching share of total power as 0.1863.
- The final number of hold-violating endpoints reads 0.
- The placer congestion estimate is 0.8358.
- The number of unique standard cell types used by synthesis reads 37.
- In the CTS report, the clock slew at the register clock pins of the worst setup and hold paths is listed as about 0.060 ns.
- The biggest area consumer among synthesized cells reads edfxtp_1.
- The wire length reported by the detailed router is about 3.6 mm.
- The hold buffer count at CTS reads 0.
- The cell area reported after detailed placement reads around 3000 um2.
- The layout-stage area growth over the synthesis result reads 17.25%.
- The maximum clock insertion buffer count reads 2.
- The source-to-sink clock delay at the later pin of the worst-skew pair is between 0.2 and 0.3 ns.
- The report lists the cells along the critical path as nor4_2 -> nand4_1 -> or4_4 -> nor2_2.
- The cell chosen for the clock root is clkbuf_8.
- The violation count after the first detailed-route iteration is approximately 67.
- The antenna diode instance count is 0.
- The top-area cell type share of the netlist area reads 0.4575.
- In the synthesis report, Yosys lists the chip area as roughly 2700 um2.
- The post-detailed-route count of antenna-violating nets reads 0.
- Pins over their slew limit in the final report were tallied at 0.
- The most frequently used cell type in the post-synthesis netlist is edfxtp_1.
- The power share of the combinational group is 0.053.
- The global router's overall resource usage reads 0.1449.
- The final count of negative-setup-slack endpoints is 0.
- The post-synthesis instance total reads around 190.
- For reference, the placement row count at floorplan is 26.
- The synthesis-stage register bit count reads ~73.
- The mean instance size in the synthesized netlist is between 10 and 15 um2.
- The critical path arrival reads 1.84 ns.
- By area the synthesized netlist is led by edfxtp_1 46%, dfxtp_1 24%, xnor2_1 3.9%.
- Across the run, the number of max-cap violations was 0.
- The flow ran to the end, and the final reports show no timing, DRC or antenna violations.
- The standard cell core area reads just over 5000 um2.
- Internal power comes to about 980 uW.
- The horizontal die size is 75.37 um.
- The async set-or-reset flop fraction in the synthesized netlist reads 0.
- The clock tree from TritonCTS reads done.
- The share of total power dissipated in the clock network is 0.436.
- The cell count listed in synth_stat.txt is ~190.
- The worst setup path is captured at a flip-flop.
- The maximum single-stage delay on the critical path is around 0.66 ns.
- The setup TNS after final layout reads 0 ns.
cell usage in the layout, fill, tap and decap left out, drive strengths merged, types with 5 or more instances in the layout:
cell / n
dfxtp: 32
clkdlybuf4s50: 18
ha: 5
nand2: 5
edfxtp: 41
nor2: 18
inv: 7
nor4: 6
clkbuf: 6
conb: 23
xnor2: 12
nand3: 6
and2: 12
a22o: 9
xor2: 6
metrics by stage:
stage	hold slack, ns	std cells	utilization	power (uW)
2_1_floorplan	0.4388	215	-	660.4
3_3_place_gp	0.4490	301	0.5930	689.3
3_5_place_dp	0.4595	301	0.5930	691.1
4_1_cts	0.4757	309	0.6139	1217
5_1_grt	0.4867	309	0.6139	1252
6_report	0.4726	309	0.6139	1202
worst paths after layout:
check                                  start                   endpoint  cells past startpoint
setup / recovery  i_baud_generator.count[20]  i_baud_generator.count[4]                      4
hold reg to reg    i_baud_generator.count[0]  i_baud_generator.count[0]                      1
hold / removal     i_baud_generator.count[0]  i_baud_generator.count[0]                      1
setup reg to reg  i_baud_generator.count[20]  i_baud_generator.count[4]                      4
cells by family after synthesis:
group / after synthesis / synth area share
flops: 73 / 0.6955
simple gates: 63 / 0.1427
compound gates: 20 / 0.05766
xor+xnor: 18 / 0.05858
buf+inv: 13 / 0.02092
fa+ha+maj: 5 / 0.02325
other cells: 1 / 0.001393
per-layer routing:
layer  routed length, um  vias to the layer above  global-route usage
met2                1739                       29              0.2341
met1                1633                      710              0.2347
li1                    -                      749                   -
met5                   0                        -                   0
met3                 132                        5             0.02547
met4                  55                        0             0.01852
critical path: cells and delay by family (launching register included):
family | cells | cell delay (ns)
flops | 1 | 0.31
simple gates | 4 | 1.25
power by group through the flow:
stage / Clock [uW] / Sequential, uW / Combinational, uW
4_1_cts: 537 / 614 / 65.8
6_report: 524 / 614 / 64.3
5_1_grt: 564 / 615 / 71.8
cell type report:
type,count,area (um2),area share
clock inverter,2,35.03,0.01110
sequential,73,1872,0.5932
clock buffer,6,72.57,0.02300
timing repair buffer,22,210.2,0.06661
tap,70,87.58,0.02776
inverter,7,26.28,0.008327
multi-input combinational,129,852.1,0.2700
state kept, by name, summed over array words and instances, names as in the netlist:
name                    flops
i_uart_rx.data_out          8
i_uart_tx.cnt               4
i_uart_tx.cur_state         2
i_uart_rx.rx_pack           8
i_uart_tx.tx                1
i_uart_rx.cur_state         3
i_uart_rx.cnt               4
i_baud_generator.count     32
i_uart_tx.tx_pack          11
Power is estimated from default activity; no workload was simulated.
